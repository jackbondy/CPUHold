## design/flow/design.v

```verilog
module div_32_b(input signed[31:0] a, b, output reg[31:0] z);
	reg[63:32] high, low;
	always @ (*)
	begin
		high = a % b;
		low = (a - high) / b;
		begin	
			z = {high, low};
		end
	end
endmodule
```

## design/flow/run.sh

```bash
#!/bin/bash
# OpenROAD 26Q1-2900-gdf79404cd8, Yosys 0.63+post, stock flow scripts
make -C /OpenROAD-flow-scripts/flow DESIGN_CONFIG=/design/flow/config.mk WORK_HOME=/design/flow/orfs finish
```

## design/flow/config.mk

```make
export PLATFORM = sky130hd
export DESIGN_NAME = div_32_b
export DESIGN_NICKNAME = div_32_b
export VERILOG_FILES = /design/flow/design.v
export SDC_FILE = /design/flow/constraint.sdc
export NUM_CORES = 4
export LEC_CHECK = 1
export CORE_UTILIZATION = 50
```

## design/flow/constraint.sdc

```tcl
current_design div_32_b

set clk_period 514.8
set clk_io_pct 0.2

create_clock -name clk0 -period $clk_period

set non_clock_inputs [all_inputs -no_clocks]
set_input_delay [expr $clk_period * $clk_io_pct] -clock clk0 $non_clock_inputs
set_output_delay [expr $clk_period * $clk_io_pct] -clock clk0 [all_outputs]
```

==> Changelog: implementation <==
## Flow update

* Status: complete, no violations
* Initial antenna violation count at 19
* Vias after detailed routing at 72400
* Cell row count at 127
* Xor+xnor area frac at 10.1%
* Least-Margin Pin Slew at 1.43 ns
* IO buf count at 96
* Avg WL per Cell at 25.6 um
* # setup viols final at 0
* Synth area leaders: ha_1 (22%), xnor2_1 (6.3%), a21oi_1 (6.2%)
* Slowest CP cell: a311oi_1
* Min-delay worst type: in -> out
* Min-Delay Endpoint: z[31]
* GPL Wtd Cong at 1.13
* Slew headroom at 3.76%
* Share of cells above drive strength 1 at 5.74%
* Flip-flops at 0
* Top cells by count: ha_1 (1094), nand2_1 (1002), nor2_1 (972)
* Routed WL at 278 mm
* Vias in the first global route at 65500
* Aoi share at 32.6%
* Area after DPL at 64700 sq um
* Most used cell, CP: o21a_1
* Critical Path Fanout Max at 41
* Cell area after layout at 64800 sq um
* MaxCap Viol Count at 0
* ANT nets after route at 0
* Hold_buf cts at 0
* Crit path arrival time at 304.39 ns
* Setup TNS at 0 ns
* Peak VDD IR at 0.0000465 V
* Gr usage total at 44.3%
* Overflow left after global routing at 0
* Tool warnings at 36
* Cell variety after synth at 97
* Sw Ratio at 57.7%
* DRC viols at 0
* Area leader, netlist: ha_1
* Combined flip-flop and latch cell area at 0 sq um
* Hold_sp: b[1]
* Synthesis Warnings at 1
* Yosys cell count at 9217
* Critical path class: in -> out
* RSZ-0062 raised after global routing: false
* First-pass GRT wire length at 409 mm
* Largest net degree at the start of global routing at 55
* Lkg Pwr at 0.0295 uW
* Final Cycle Share at 79.1%
* Area grow syn2layout at 6.28%
* Fin crit period at 407.35 ns
* Post-synth seq share at 0%
* Core Util at FP at 50.6%
* Hold path depth at 3
* Core area at 120000 sq um
* Final Util at 53.8%
* Setup Fix Bufs, Post-CTS at 0
* Multiplexer share at 3.06%
* Pint at 791 uW
* NetSw at 1080 uW
* Post-CTS Resized at 0
* Main logic family: AND-OR/OR-AND gates
* Mapped cell area at 60900 sq um
* PD cells at 28.9 nW/um^2
* Final Hold Fails at 0
* Area share, top type at 22.5%
* # IOs at 96
* CP max stage delay at 1.20 ns
* Mapped Cells at 9217
* CLK BUF at 0
* DRT iter0 DRCs at 7045
* Fa+ha+maj area frac at 22.5%
* Post-synthesis simple-gate area fraction at 27.5%
* Hpwl dp at 230 mm
* Startpoint types: primary input
* Fin. max-slew vios at 0
* Fillers at 12000
* Initial DRT Pass Iterations at 7
* Die width at 351 um
* Avg Inst Size Synth at 6.61 sq um
* Data required, critical path at 411.84 ns
* CP endpoint kind: primary output
* Vias/cell at 6.66
* Die y size at 351 um
* Final Total Pwr at 1870 uW
* Most frequent cell after synthesis: ha_1
* Total die size at 123000 sq um
* Yosys Chip Area at 60900 sq um
* Achievable clock frequency at 2.45 MHz
## critical path, delay by kind of cell
family                     cells  cell delay, ns
AOI/OAI and AO/OA            465          117.91
adders and majority gates     65           19.98
xor gates and xnor gates       3            0.67
muxes                         15            5.52
and+or+nand+nor              164           42.19
buffers and inverters         62           14.77
## power by group through the flow
stage / clock network [uW] / logic (uW) / registers (uW)
after global routing: 0.000000799 / 2080 / 0
after CTS: 0 / 1840 / 0
## kinds of logic after synthesis
logic type	count (synthesis)
adder cells (fa/ha/maj)	1096
multiplexers	173
AND/OR/NAND/NOR	3556
XOR/XNOR	701
buffers and inverters	678
AND-OR/OR-AND	3013
## through the flow
stage | instances | hold slack [ns] | setup WS (ns)
after floorplan | 9217 | 205.96 | 140.49
after global placement | 10900 | 207.27 | 117.68
after global routing | 10900 | 207.32 | 93.61
after detailed placement | 10900 | 207.27 | 114.02
after CTS | 10900 | 207.28 | 113.13
final | 10900 | 207.32 | 107.45
## placed cells by master, fill, tap and decap left out, types with 85 or more instances in the layout
master / synthesis / final
nand2_1: 1002 / 1002
xor2_1: 263 / 263
nand4_1: 110 / 110
buf_4: 0 / 210
clkdlybuf4s50_1: 0 / 94
nand3_1: 264 / 264
mux2_2: 101 / 101
nor2_1: 972 / 970
inv_1: 404 / 401
nor3_1: 387 / 385
and2_1: 87 / 85
a211oi_1: 91 / 90
ha_1: 1094 / 1094
a21oi_1: 759 / 756
o21ai_0: 561 / 561
o21a_1: 366 / 366
a21o_1: 259 / 259
nand2b_1: 90 / 90
o31ai_1: 104 / 99
or2_2: 90 / 90
or3_1: 138 / 138
o211ai_1: 94 / 94
xnor2_1: 437 / 423
a31oi_1: 152 / 151
nor2b_1: 126 / 126
## worst max path at each step
stage                 startpoint  slack [ns]  endpoint
final                       b[0]      107.45      z[0]
after global routing        b[0]       93.61      z[0]
after CTS                   b[0]      113.13      z[0]
## metal layers
| layer | share of wire, % | vias up | GRT usage [%] | wire [um] |
|---|---|---|---|---|
| met5 | 0.064 | - | 0 | 179 |
| met4 | 7.2 | 26 | 25.6 | 20100 |
| met3 | 11 | 1010 | 10.8 | 29900 |
| met2 | 42 | 3801 | 66.7 | 116000 |
| met1 | 40 | 33000 | 57.5 | 112000 |
| li1 | - | 34500 | - | - |
## layout make-up
type                            instances  area (sq um)  share of cell area [%]
Multi-Input combinational cell       8539         58600                    90.6
Timing Repair Buffer                  306          2530                    3.90
Tap cell                             1612          2020                    3.11
Inverter                              412          1550                    2.39
Antenna cell                           10          25.0                  0.0386
Power is estimated from default activity; no workload was simulated.
