==> flow/design.v <==
module MUX32_1( 
	input [31:0] Bus_R0input, Bus_R1input, Bus_R2input, Bus_R3input, Bus_R4input, Bus_R5input, Bus_R6input, Bus_R7input, Bus_R8input, Bus_R9input, Bus_R10input, Bus_R11input, Bus_R12input, Bus_R13input, Bus_R14input, Bus_R15input, 
	input [31:0] Bus_HIinput, Bus_LOinput, Bus_ZHiinput, Bus_ZLoinput, Bus_PCinput, Bus_MDRinput, Bus_InPortinput, Bus_C_sign_extendinput, 
	input wire [4:0]encode_select ,
	output reg [31:0]Bus_output );
	always @ (*) begin
		case(encode_select)
			5'd0 : Bus_output <= Bus_R0input[31:0];
			5'd1 : Bus_output <= Bus_R1input[31:0];
			5'd2 : Bus_output <= Bus_R2input[31:0];
			5'd3 : Bus_output <= Bus_R3input[31:0];
			5'd4 : Bus_output <= Bus_R4input[31:0];
			5'd5 : Bus_output <= Bus_R5input[31:0];
			5'd6 : Bus_output <= Bus_R6input[31:0];
			5'd7 : Bus_output <= Bus_R7input[31:0];
			5'd8 : Bus_output <= Bus_R8input[31:0];
			5'd9 : Bus_output <= Bus_R9input[31:0];
			5'd10: Bus_output <= Bus_R10input[31:0];
			5'd11: Bus_output <= Bus_R11input[31:0];
			5'd12: Bus_output <= Bus_R12input[31:0];
			5'd13: Bus_output <= Bus_R13input[31:0];
			5'd14: Bus_output <= Bus_R14input[31:0];
			5'd15: Bus_output <= Bus_R15input[31:0];
			5'd16: Bus_output <= Bus_HIinput[31:0];
			5'd17: Bus_output <= Bus_LOinput[31:0];
			5'd18: Bus_output <= Bus_ZHiinput[31:0];
			5'd19: Bus_output <= Bus_ZLoinput[31:0];
			5'd20: Bus_output <= Bus_PCinput[31:0];
			5'd21: Bus_output <= Bus_MDRinput[31:0];
			5'd22: Bus_output <= Bus_InPortinput[31:0];
			5'd23: Bus_output <= Bus_C_sign_extendinput[31:0];
			default: Bus_output <= 32'd0;
		endcase
	end
endmodule 	
module bus_combine (
  input R0out, R1out, R2out, R3out, R4out, R5out, R6out, R7out, R8out, R9out, R10out, R11out, R12out, R13out, R14out, R15out,
  input HIout, LOout, Zhighout, Zlowout, PCout, MDRout, In_Portout, Cout,
  input [31:0] busR0in, busR1in, busR2in, busR3in, busR4in, busR5in, busR6in, busR7in, busR8in, 
				  busR9in, busR10in, busR11in, busR12in, busR13in, busR14in, busR15in, busHIin, 
				  busLOin, busZhighin, busZlowin, busPCin, busMDRin, busIn_Portin, busC_sign_extended,
  output [31:0] busOut);
  wire [4:0] s;
  encode32_5 busEncode (R0out, R1out, R2out, R3out, R4out, R5out, R6out, R7out, R8out, R9out, R10out, R11out, R12out, R13out, R14out, R15out, HIout, LOout, Zhighout, Zlowout, PCout, MDRout, 
								In_Portout, Cout, S);
  MUX32_1 busMUX (busR0in, busR1in, busR2in, busR3in, busR4in, busR5in, busR6in, busR7in, busR8in, busR9in, busR10in, 
								 busR11in, busR12in, busR13in, busR14in, busR15in, busHIin, busLOin, busZhighin, busZlowin, busPCin, 
								 busMDRin, busIn_Portin, busC_sign_extended, S, busOut);
endmodule
module encode32_5(
		input R0output, R1output, R2output, R3output, R4output, R5output, R6output, R7output, R8output, R9output, R10output, R11output, R12output, R13output, R14output, R15output,
		input HIoutput, LOoutput, ZHioutput, ZLooutput, PCoutput, MDRoutput, In_Portoutput, Coutput,
		output reg [4:0]encode_select
);
	always @ (*) begin
		if(R0output == 1'b1) begin
			encode_select <= 5'd0;
		end
		else if(R1output == 1'b1) begin
			encode_select <= 5'd1;
		end
		else if(R2output == 1'b1) begin
			encode_select <= 5'd2;
		end
		else if(R3output == 1'b1) begin
			encode_select <= 5'd3;
		end
		else if(R4output == 1'b1) begin
			encode_select <= 5'd4;
		end
		else if(R5output == 1'b1) begin
			encode_select <= 5'd5;
		end
		else if(R6output == 1'b1) begin
			encode_select <= 5'd6;
		end
		else if(R7output == 1'b1) begin
			encode_select <= 5'd7;
		end
		else if(R8output == 1'b1) begin
			encode_select <= 5'd8;
		end
		else if(R9output == 1'b1) begin
			encode_select <= 5'd9;
		end
		else if(R10output == 1'b1) begin
			encode_select <= 5'd10;
		end
		else if(R11output == 1'b1) begin
			encode_select <= 5'd11;
		end
		else if(R12output == 1'b1) begin
			encode_select <= 5'd12;
		end
		else if(R13output == 1'b1) begin
			encode_select <= 5'd13;
		end
		else if(R14output == 1'b1) begin
			encode_select <= 5'd14;
		end
		else if(R15output == 1'b1) begin
			encode_select <= 5'd15;
		end
		else if(HIoutput == 1'b1) begin
			encode_select <= 5'd16;
		end
		else if(LOoutput == 1'b1) begin
			encode_select <= 5'd17;
		end
		else if(ZHioutput == 1'b1) begin
			encode_select <= 5'd18;
		end
		else if(ZLooutput == 1'b1) begin
			encode_select <= 5'd19;
		end
		else if(PCoutput == 1'b1) begin
			encode_select <= 5'd20;
		end
		else if(MDRoutput == 1'b1) begin
			encode_select <= 5'd21;
		end
		else if(In_Portoutput == 1'b1) begin
			encode_select <= 5'd22;
		end
		else if(Coutput == 1'b1) begin
			encode_select <= 5'd23;
		end
		else encode_select <= 5'd31;
		end
endmodule
==> flow/run.sh <==
#!/bin/bash
# OpenROAD 26Q1-2900-gdf79404cd8, Yosys 0.63+post, stock flow scripts
make -C /OpenROAD-flow-scripts/flow DESIGN_CONFIG=/design/flow/config.mk WORK_HOME=/design/flow/orfs finish
==> flow/config.mk <==
export PLATFORM = sky130hd
export DESIGN_NAME = bus_combine
export DESIGN_NICKNAME = bus_combine
export VERILOG_FILES = /design/flow/design.v
export SDC_FILE = /design/flow/constraint.sdc
export NUM_CORES = 4
export LEC_CHECK = 1
export CORE_AREA = 10 10 319 319
export DIE_AREA = 0 0 329 329
==> flow/constraint.sdc <==
current_design bus_combine

set clk_period 6.1
set clk_io_pct 0.2

create_clock -name clk0 -period $clk_period

set non_clock_inputs [all_inputs -no_clocks]
set_input_delay [expr $clk_period * $clk_io_pct] -clock clk0 $non_clock_inputs
set_output_delay [expr $clk_period * $clk_io_pct] -clock clk0 [all_outputs]
==> notes.md <==
Status of the implementation.

- The flow ran to the end, and the final reports show no timing, DRC or antenna violations.
- OpenROAD emitted warnings numbering 737.
- The number of synthesis warnings is 5, for reference.
- The number of placed cells counting well taps is 1,574, for reference.
- Per the power-grid run, VDD falls by no more than 0.0000244 V.
- STA classifies the critical path endpoint as an output pin.
- The final clock period utilization by the worst path is 81.4%, for reference.
- The sort of element at the start of the critical path is an input pin, for reference.
- During placement, the flow inserted port buffers numbering 119.
- The cell with the largest stage delay on the worst path is sky130_fd_sc_hd__a21oi_4, for reference.
- In this run the cell area measured after placement is 4310 sq um.
- The flow measured a signed area growth from synthesis to layout of 168%.
- The width of the chip is ~330 um, for reference.
- The highest clock frequency the design can meet is 0.201 GHz, for reference.
- The clock buffer count in the final layout is 0, for reference.
- The required time at the worst endpoint is listed as 4.88 ns.
- The final core utilization is 4.56%, for reference.
- Looking at the post-CTS report, the setup buffer insertion count equals 0.
- Setup repair after global routing left no endpoint under its margin.
- By instance count after routing, the leading logic cell types are sky130_fd_sc_hd__clkdlybuf4s50_1, sky130_fd_sc_hd__nor2b_1, sky130_fd_sc_hd__nand2_1.
- In the post-route analysis, the smallest setup slack over all paths is 1.13 ns.
- Of the total power, the share spent switching nets is 39.7%.
- The internal portion of the total power is about 0.13 mW.
- The initial antenna violation count came to 3.
- The shortest clock period the worst path allows after layout is 4.97 ns, for reference.
- The finished cells cover 4320 sq um.
- According to the I/O placement log, the pin count is 824.
- Summed over all nets, the switching power comes to between 0.08 and 0.09 mW.
- The routed via count is 2,199, for reference.
- The delay of the slowest cell on the worst path is 0.55 ns, for reference.
- The post-synthesis cell count from yosys is 216, for reference.
- The number of remaining DRC errors is 0, for reference.
- The average wire per cell in the routed design is 6.73 um, for reference.
- After the first detailed-routing iteration, the DRC count stood at 209.
- The global routing report lists combined usage of all routing layers as 1.80%.
- The setup TNS is 0 ns, for reference.
- For this run the detailed placement stage logged an HPWL of 8410 um.
- Per the detail_route report, vias per standard cell equal 1.39.
- The highest net fanout along the worst path is about 70, for reference.
- The leftover overflow at the end of global routing is 0, for reference.
- Hold repair after CTS inserted 0 buffers.
- The number of global-route vias before repair is 2,147, for reference.
- The vertical die size is 329 um, for reference.
- After the flow finishes, the layout carries non-filler instances totaling 1,578.
- The worst slack at placement is roughly 1.1 ns, for reference.
- There are 0 flip-flops and latches.
- The count of pins over their slew limit is 0, for reference.
- The post-cts repair resize count is 0, for reference.
- In the final layout, the share of cells above drive strength 1 is 14.6%.
- The critical path data arrival time is 3.75 ns, for reference.
- The kind of path behind the tightest hold check is input pin to output pin, for reference.
- According to the floorplan log, the row count is between 100 and 150.
- The first-pass GRT wire length is 14,700 um, for reference.
- Dividing total power by cell area gives a power density of slightly below 50 nW/um^2.
- The cell with the most instances on the worst path is sky130_fd_sc_hd__clkdlybuf4s50_1, for reference.
- The final hold violation count recorded for this run is 0.
- The most common logic cell in the final layout is sky130_fd_sc_hd__clkdlybuf4s50_1.
- Entering global routing, the biggest net connects 73 pins.
- Traced cell by cell, the critical path runs through clkdlybuf4s50_1 > nand2b_1 > a21oi_4 > buf_12 > nor2b_1 > a222oi_1 > nand2_1 > clkdlybuf4s50_1.
- The script extracted a total leakage power of 0.924 nW.
- The tally of max-capacitance violations is 0, for reference.
- The first-pass detailed-route iteration total is 6, for reference.
- The chip occupies about 110,000 sq um.
- After technology mapping, the gate count stands at roughly 220.
- The slew of the pin with the lowest slew margin is 0.688 ns, for reference.
- The sequential-to-total area share from yosys stat is 0%, for reference.
- The synthesized netlist contains 23 unique library cells.
- Endpoints with negative setup slack in the final report add up to 0.
- The cell area after synthesis is roughly 1600 sq um, for reference.
- The max-slew check reports its worst relative slack as between 50% and 60%.
- The placeable core area is around 95,000 sq um, for reference.
- The path type of the worst setup path is input pin to output pin, for reference.
- The mean cell area of the mapped netlist is 7.46 sq um, for reference.
- The overall power of the completed layout is 0.209 mW, for reference.
- For this block, the routed nets add up to 10,600 um of wire.
- The worst hold-check slack is 3.39 ns, for reference.
- The flip-flop and latch area is 0 sq um, for reference.
- The antenna violation net count after detailed routing is 0, for reference.
- The initial utilization of the core area, before any placement, comes to under 10%.
- At the end of routability-driven placement, the weighted congestion stood at just over 0.7.
- The area of the synthesized netlist per yosys stat is 1610 sq um, for reference.
## metal layers
layer | share of wire (%) | vias to the layer above | track usage, %
li1 | - | 1074 | -
met1 | 57 | 970 | 3.11
met5 | 0.19 | - | 0
met2 | 26 | 147 | 1.81
met3 | 17 | 4 | 1.02
met4 | 0.019 | 4 | 0.0197
## cell usage after synthesis (all sizes together)
library cell	n	area share, %
nand2b	2	0.78
and3	1	0.39
and2	1	0.39
o21bai	2	0.93
o21ai	1	0.31
a222oi	32	20
inv	2	0.47
clkbuf	18	4.4
buf	17	6.7
nor4b	32	17
nor2b	35	14
or2	1	0.39
o211ai	32	24
nand3	1	0.31
a21oi	2	0.85
nor3	3	0.93
nand2	33	7.7
or3	1	0.39
## kinds of logic (layout without fill, tap and decap cells)
| group | Yosys count | in the layout | share of synthesized area (%) |
|---|---|---|---|
| AND/OR/NAND/NOR | 110 | 110 | 42.3 |
| AND-OR/OR-AND | 69 | 69 | 46.2 |
| buffers and inverters | 37 | 130 | 11.5 |
| other | 0 | 4 | 0 |
## worst paths after layout
path	to	from	cells after the start
max	busOut[15]	R2out	8
min	busOut[24]	busR1in[24]	4
## worst max-delay path, delay by kind of cell
kind / cells / cell delay (ns)
buf+inv: 3 / 1.23
simple gates: 3 / 0.36
compound gates: 2 / 0.85
## power groups by stage
stage	combinational, mW	sequential [mW]	clock, mW
4_1_cts	0.211	0	0
5_1_grt	0.229	0	0
## cell type report
cell class | count | area (sq um)
Antenna cell | 4 | 10.0
Fill cell | 11209 | 90500
Inverter | 2 | 7.51
Multi-Input combinational cell | 179 | 1450
Tap cell | 1265 | 1580
Timing Repair Buffer | 128 | 1270
No activity file was given, so power comes from the tool's default toggle rates.
