===== design/flow/design.v =====
module MDR(
		input clk, clr, enable, read,
		input [31:0]BusMUX_output, MDataIn, d,
		output reg [31:0]q
);
	MUX2_1 MDRd (BusMUX_output, MDataIn, read, d);
	always @ (posedge clk)
	begin
		if (clr) begin
			q[31:0] <= 32'b0;
		end
		else if (enable) begin
			q[31:0] <= d[31:0];
		end
	end
endmodule 
module MUX2_1(
		input enable,
		input [31:0]input0, input1,
		output reg [31:0]output2_1
);
	always @ (*) begin
		if (enable == 1)
			output2_1[31:0] <= input1[31:0];
		else
			output2_1[31:0] <= input0[31:0];
		end
endmodule 

===== design/flow/run.sh =====
#!/bin/bash
# OpenROAD 26Q1-2900-gdf79404cd8, Yosys 0.63+post, stock flow scripts
make -C /OpenROAD-flow-scripts/flow DESIGN_CONFIG=/design/flow/config.mk WORK_HOME=/design/flow/orfs finish

===== design/flow/constraint.sdc =====
current_design MDR

set clk_period 1.4
set clk_io_pct 0.2

create_clock -name clk0 -period $clk_period [get_ports {clk}]

set non_clock_inputs [all_inputs -no_clocks]
set_input_delay [expr $clk_period * $clk_io_pct] -clock clk0 $non_clock_inputs
set_output_delay [expr $clk_period * $clk_io_pct] -clock clk0 [all_outputs]

===== design/flow/config.mk =====
export PLATFORM = sky130hd
export DESIGN_NAME = MDR
export DESIGN_NICKNAME = MDR
export VERILOG_FILES = /design/flow/design.v
export SDC_FILE = /design/flow/constraint.sdc
export NUM_CORES = 4
export LEC_CHECK = 1
export CORE_AREA = 10 10 113 113
export DIE_AREA = 0 0 123 123

==> flow_summary_export.csv <==
group,metric,value,unit
yosys,synth-simple-area-share,0.3154,
outcome,status,"aborted with a tool error",
yosys,top_cell_area_share,0.4736,
yosys,ys_seq_frac,0.4736,
yosys,fa_ha_area_frac,0,
yosys,ys_sh_xor,0,
yosys,ys_cells,142,
yosys,yosysChipArea,1353,µm²
outcome,error,"ERROR: Found 1 problems in 'check -assert'.",
yosys,ys_sh_aoi,0.1277,
yosys,logic_family,"simple AND/OR/NAND/NOR gates",
yosys,yosysTopAreaCell,"dfxtp_1",
yosys,synth_warnings,4,
yosys,synth_cell_type_count,12,
yosys,synth.area.mux_share,0.01110,
yosys,synth_flops,32,
yosys,area_leaders,"dfxtp_1 47%, nand3b_1 17%, nand2b_1 14%",
outcome,haltStage,"synthesis (1_2_yosys)",
[kinds of logic after synthesis]
family | after synthesis
AND/OR/NAND/NOR | 62
multiplexers | 1
buffers and inverters | 14
AND-OR/OR-AND | 33
flip-flops | 32
[synthesized netlist by cell type]
master / n
a21oi_1: 31
buf_2: 3
buf_4: 3
buf_6: 4
clkbuf_1: 3
dfxtp_1: 32
inv_1: 1
mux2_4: 1
nand2b_1: 31
nand3b_1: 31
o21a_1: 1
o21ba_2: 1
